==> design/flow/design.v <==
module key_shift(
	i_clk,
	i_rst,
	k,
	key_shift_done_from_control,
	k_out,
	key_shift_done_to_control);
	localparam SH_NUM = 1;
	localparam SIZE = 32;
	localparam OUT_SIZE = 1;
	input i_clk, i_rst; 
	input [SIZE - 1 : 0] k;
	input key_shift_done_from_control;
	output k_out;
	output key_shift_done_to_control;
	reg [6:0] i, i_n;
	reg state, state_n;
	reg key_shift_done_to_control;
	assign k_out = k[i];
	always @(*) begin
		case(state)
			0: begin
				state_n = 0;
				i_n = i;
				key_shift_done_to_control = 0;
				if (key_shift_done_from_control == 1) begin
					state_n = 1;
					i_n = i - 1;
				end
			end
			1: begin
				state_n = 0;
				i_n = i;
				key_shift_done_to_control = 1;
			end
		endcase
	end
	always@ (posedge i_clk or posedge i_rst) begin
		if (i_rst) begin
			i <= SIZE - 1;
			state <= 0;
		end
		else begin
			i <= i_n;
			state <= state_n;
		end
	end
endmodule 
==> design/flow/run.sh <==
#!/bin/bash
# OpenROAD 26Q1-2900-gdf79404cd8, Yosys 0.63+post, stock flow scripts
make -C /OpenROAD-flow-scripts/flow DESIGN_CONFIG=/design/flow/config.mk WORK_HOME=/design/flow/orfs finish
==> design/flow/config.mk <==
export PLATFORM = sky130hd
export DESIGN_NAME = key_shift
export DESIGN_NICKNAME = key_shift
export VERILOG_FILES = /design/flow/design.v
export SDC_FILE = /design/flow/constraint.sdc
export NUM_CORES = 4
export LEC_CHECK = 1
export CORE_AREA = 10 10 71 71
export DIE_AREA = 0 0 81 81
==> design/flow/constraint.sdc <==
current_design key_shift

set clk_period 4.1
set clk_io_pct 0.2

create_clock -name clk0 -period $clk_period [get_ports {i_clk}]

set non_clock_inputs [all_inputs -no_clocks]
set_input_delay [expr $clk_period * $clk_io_pct] -clock clk0 $non_clock_inputs
set_output_delay [expr $clk_period * $clk_io_pct] -clock clk0 [all_outputs]
==> CHANGELOG.md <==
### Changed

- Area Growth Syn to Fin: 73.5%
- Final Max Slew Viols: 0
- Logic pwr share: between 40% and 50%
- Cycle use final: 83.8%
- Worst endpoint required time: roughly 3.3 ns
- Drt wl/cell: between 10 and 15 um
- Total core area: around 3600 um2
- Vias in the first global route: ~650
- Clock share of power: between 10% and 20%
- Leakage power: between 0.3 and 0.4 nW
- Layout Utilization: between 20 and 30%
- Max-Cap Viols: 0
- HPWL after DPL: ~1.6 mm
- Worst-Margin Slew: just over 0.5 ns
- Post-synth cell types: 24
- Switching share of power: 37.9%
- Placed Cells incl. Taps: roughly 140
- Main flop type: dfstp_2
- Peak supply drop: roughly 130 uV
- Pin count of the biggest net entering global routing: 24
- Latest clock arrival within the worst-skew pair: 0.22 ns
- Max Clock Freq: 0.291 GHz
- Yosys warnings: 1
- Worst setup SP type: primary input
- Most frequent cell after synthesis: mux2i_1
- Pwr dens: 529 nW/um2
- Max FO, Critical Path: 1
- GRT Total Usage: about 5.6%
- Layout Cells excl Fill: roughly 140
- Grt ovf: 0
- RSZ-0062 raised after global routing: no
- CTS sink cnt: 6
- TritonCTS clock tree: done
- Number of enable flip-flop cells: 0
- RePlAce Congestion: between 0.8 and 0.9
- Root buffer cell: clkbuf_8
- Num CTS Buffers: 3
- Number of antenna violations at the first check in global routing: 0
- Final hold vios: 0
- Tool warnings: 25
- Final Setup Violations: 0
- Status: completed
- Min cycle time layout: ~3.4 ns
- Total power: approximately 0.53 mW
- Hold_ws: 0.547 ns
- Die H: 81 um
- Crit-path max cell delay: 0.43 ns
- Max H-tree Level: 1
- DR DRC count: 0
- CTS Buffer Depth: 2
- Yosys stat area: 577 um2
- Total number of vias: 587
- Cell count after synthesis: about 60
- Registers, synthesis: 6
- ANT nets after route: 0
- Switching power: about 0.20 mW
- Die area: 6560 um2
- Worst setup path class: primary input to output port
- Arrival time at the worst endpoint: roughly 2.6 ns
- Cell area leaders: dfstp_2 23%, mux2i_1 21%, a2111oi_0 6.1%
- Post-synth top cells: 12 x mux2i_1, 5 x dfstp_2, 5 x inv_1, 4 x a2111oi_0, 4 x a221oi_1
- WP buf/inv: 2
- Syn_area_per_cell: between 9 and 10 um2
- Ys async rst share: about 100%
- CP max stage cell: clkdlybuf4s50_1
- Critical path capture point type: output port
- Number of cells in Yosys stat: approximately 60
- First-pass DRT Iterations: 4
- Internal cell power: 0.329 mW
- I/O pin count: 37
- Post-CTS sizing: 0
- Register share after synthesis: 27.1%
- Cell mode on critical path: clkdlybuf4s50_1
- Setup_tns: 0 ns
- Count of port buffers added during placement: 36
- Ant. Diodes: 0
- Slew margin rel.: 65.5%
- FP Util: 15.9%
- Area of the mapped netlist: slightly below 600 um2
- Layout cell share with drive strength beyond 1: approximately a tenth
- Worst Hold Class: flop to flop
- Top cell area share: a little under a quarter
- Top cell family by delay on the critical path: buffers and inverters
- Clock-pin slew on the worst setup and hold paths: around 0.04 ns
- CP Cell Sequence: clkdlybuf4s50_1 > nor2b_1 > a2111oi_0 > a221oi_1 > a22oi_1 > nand3_1 > clkdlybuf4s50_1
- Total Wirelength: between 1.5 and 2 mm
- Post-CTS setup buffers: 0
- Iter 0 DRT Violations: 39
- Cell type with the largest total area: dfstp_2
- First-pass GRT wire length: between 2 and 3 mm
- Via density: slightly above 4
- Core Rows: 22
- Die X-Extent: slightly above 80 um
- Flop pwr share: a little over a third
- Worst Skew: approximately 0.0047 ns
- Post-CTS Hold Buffers: 0
## path summary, 6_finish.rpt
| kind | start | to | slack, ns | cells past startpoint |
|---|---|---|---|---|
| hold reg to reg | i[4] | i[4] | 0.55 | 2 |
| min in group asynchronous | i_rst | state | 0.81 | 2 |
| setup reg to reg | i[1] | i[4] | 2.54 | 5 |
| hold / removal | i[4] | i[4] | 0.55 | 2 |
| setup / recovery | k[16] | k_out | 0.66 | 7 |
| max in group asynchronous | i_rst | i[4] | 3.04 | 2 |
## cells in the final DEF, fill, tap and decap left out
cell type	synthesis	routed
clkdlybuf4s50_1	0	36
mux2i_1	12	12
inv_1	5	5
dfstp_2	5	5
a2111oi_0	4	4
a221oi_1	4	4
xnor2_1	3	3
nand3_1	3	3
nor2b_1	3	3
clkbuf_8	0	3
nand2_1	2	2
and2b_2	2	2
nand4_1	2	2
a311oi_1	2	2
nand2b_1	1	1
nor4_1	1	1
xor2_1	1	1
nor3_1	1	1
nor2_1	1	1
a22oi_1	1	1
o21ai_0	1	1
ha_1	1	1
clkbuf_1	0	1
dfrtp_1	1	1
## worst min-delay path, stage by stage, from the launching register on
cell,delay (ns)
dfstp_2,0.36
inv_1,0.10
xnor2_1,0.08
## logic make-up after synthesis
logic type      synth area share [%]
simple gates                    16.1
compound gates                  17.4
mux                             20.8
buf+inv                         10.4
flops                           27.1
xor+xnor                        6.07
fa+ha+maj                       2.17
## routing by layer
layer  up-vias  track usage, %  wire [um]
li1        302               -          -
met1       262            6.86        854
met2        23            9.16        815
met4         0           0.692          0
met3         0            2.56        216
met5         -               0          0
## final cells by class
class                           instances  area [um2]
Fill cell                             383        2630
Multi-Input combinational cell         45         360
Timing Repair Buffer                   36         360
Sequential cell                         6         156
Tap cell                               48        60.1
Clock buffer                            4        45.0
Inverter                                5        18.8
## state kept, by name, indices dropped and copies added, names as in the netlist
signal / flops
state: 1
i: 5
## power groups by stage
stage / Clock [mW] / Combinational [mW] / Sequential, mW
CTS: 0.0958 / 0.251 / 0.190
global route: 0.102 / 0.274 / 0.202
finish: 0.0932 / 0.246 / 0.190
## metrics by stage
step | setup slack, ns | area (um2)
global placement | 0.681 | 956
detailed placement | 0.644 | 956
CTS | 0.638 | 1000
global route | 0.481 | 1000
finish | 0.664 | 1000
floorplan | 1.68 | 577
No activity file was given, so power comes from the tool's default toggle rates.
